==> design.v <==
module Addr(clock,ProgramData,StoreReg,Addr_32,Status,Write,SelRow,SelCol,BIWEn, BIREn,BS,A);
input StoreReg;
input Status;
input Write,clock;
input SelRow;
input SelCol;
input [9:0]ProgramData;
input [31:0]Addr_32;
output BIWEn, BIREn;
output [1:0]BS;
output [9:0]A;
wire StoreReg,Status,Write,SelRow,SelCol;
wire [9:0]ProgramData;
wire [31:0]Addr_32;
reg BIWEn, BIREn;
reg [1:0]BS;
reg [9:0]A;
always @(posedge clock)
begin
	if(SelRow == 1'b1)
	begin
		A <= Addr_32[19:10];
	end
	else if(SelCol == 1'b1)
	begin
		A <= Addr_32[9:0];
	end
	else 
	begin
		A <= 10'bz;
	end
	BS <= Addr_32[21:20];
	if(Status == 1'b1 && Write == 1'b1 && (Addr_32[31:28] == 4'b0))
	begin
		BIWEn <= 1'b1;
		BIREn <= 1'b0;
	end
	else if(Status == 1'b1 && Write == 1'b0 && (Addr_32[31:28] == 4'b0))
	begin
		BIREn <= 1'b1;
		BIWEn <= 1'b0;		
	end
	else
	begin
		BIREn <= 1'b0;
		BIWEn <= 1'b0;
	end
end
endmodule
==> run.sh <==
#!/bin/bash
# OpenROAD 26Q1-2900-gdf79404cd8, Yosys 0.63+post, stock flow scripts
make -C /OpenROAD-flow-scripts/flow DESIGN_CONFIG=/design/flow/config.mk WORK_HOME=/design/flow/orfs finish
==> config.mk <==
export PLATFORM = sky130hd
export DESIGN_NAME = Addr
export DESIGN_NICKNAME = Addr
export VERILOG_FILES = /design/flow/design.v
export SDC_FILE = /design/flow/constraint.sdc
export NUM_CORES = 4
export LEC_CHECK = 1
export CORE_AREA = 10 10 70 70
export DIE_AREA = 0 0 80 80
==> constraint.sdc <==
current_design Addr

set clk_period 1.0
set clk_io_pct 0.2

create_clock -name clk0 -period $clk_period [get_ports {clock}]

set non_clock_inputs [all_inputs -no_clocks]
set_input_delay [expr $clk_period * $clk_io_pct] -clock clk0 $non_clock_inputs
set_output_delay [expr $clk_period * $clk_io_pct] -clock clk0 [all_outputs]
==> Slide: Implementation Results <==
Flow Results at a Glance

Clock network
  – TritonCTS Buffers: 3
  – CTS tree: built
  – Hold_buf cts: 0
  – Worst-path clk slew: 0.08 ns
  – Max Root-Sink Buffers: 2
  – H-tree depth: 1
  – CTS Sinks: 14
  – CTS root buf: clkbuf_4

Global route
  – Total grt overflow: 0
  – Global-route usage over all layers: 0.0427
  – Antenna violations before repair: 0
  – Largest net degree at the start of global routing: 9
  – Vias in the first global route: 437
  – First-pass GRT wire length: 2.15 mm

Synthesis
  – Yosys warnings: 2
  – Netlist Area Pre-Place: 429 µm²
  – Yosys cell types: 7
  – Synth Seq Share: 0.653
  – Area reported by Yosys stat: 429 µm²
  – Top cells, area: dfxtp_1, mux2_2, nor3b_2
  – Post-Synthesis Cells: 29
  – Area leader share: 0.653
  – #FFs+latches synth: 14
  – Avg Inst Size Synth: 14.8 µm²
  – Cell taking the most area after synthesis: dfxtp_1
  – Cell count in the Yosys report: 29

Pwr
  – Pleak: 0.386 nW
  – PD cells: 1290 nW/µm²
  – Design Power: 1.19 mW
  – Worst vdd rail ir drop: 780 µV

Detailed routing
  – Routed via count: 384
  – 1st-iter DRT viols: 3
  – Post-route ant nets: 0
  – WL final: 1.39 mm
  – DRT Pass-1 Iters: 2
  – Routed WL per cell: 11.3 µm
  – DRC: 0
  – Diodes inserted: 0
  – Vias/cell: 3.12

Timing
  – Max frequency: 1.04 GHz
  – Post-route minimum period: 0.961 ns
  – Rel. slew slack: 0.913
  – Final Hold Viols: 0
  – Final setup violation count: 0
  – Slew @ Worst Pin: 0.130 ns
  – RSZ-0062 raised after global routing: false
  – Slew Viols, Final: 0
  – Post-layout period usage: 0.961

Critical path
  – Setup CP Type: input pin to register
  – Startpoint Class: input pin
  – CP required: 1.20 ns
  – CP Capture Type: register
  – Max stage delay on crit path: 0.42 ns
  – Critical Path Fanout Max: 2
  – Crit-path cells: clkdlybuf4s50_1 -> or4_4 -> nor3b_2
  – Slowest-stage cell, CP: or4_4
  – CP arrival: 1.16 ns
  – Critical path startpoint: Addr_32[29]

Worst hold path
  – Hold crit path type: input pin to register
  – Hold Crit Start: Addr_32[31]

Floorplan
  – Row count: 21
  – Die area: 6400 µm²
  – # IOs: 62
  – Die H: 80 µm
  – Die W: 80 µm
  – Core area: 3420 µm²
  – Init Core Util: 0.126

Status
  – Run status: finished clean

Final layout
  – Core Util, Final: 0.272
  – Register area: 285 µm²
  – Layout area overhead: 117%
  – Fill cells: 363
  – Post-route cell area: 930 µm²
  – Layout cell share with drive strength beyond 1: 0.403
  – Gate Area: 144 µm²

Place
  – GPL Wtd Cong: 0.760
  – IO buf count: 43
  – DP Area: 927 µm²
  – Detailed placer's ending HPWL: 1.25 mm

Job
  – Number of warnings in the stage logs: 43
  – Maxcap violations: 0
-- cell families (layout without fill, tap and decap cells) --
logic type	count (synthesis)	after routing	synth area share
buffers and inverters	1	49	0.0117
multiplexers	10	10	0.262
AND/OR/NAND/NOR	4	4	0.0729
flip-flops	14	14	0.653
-- sequential cells by signal (all words and copies together) (netlist names) --
signal / count
BS: 2
BIREn: 1
BIWEn: 1
A: 10
-- power breakdown --
group | total, mW | internal [mW] | switching (mW)
registers | 0.604 | 0.596 | 0.00797
clock network | 0.393 | 0.221 | 0.172
logic | 0.198 | 0.161 | 0.0366
total | 1.19 | 0.978 | 0.217
-- per-stage QoR --
stage / setup TNS [ns] / cells / setup WS (ns) / hold slack [ns]
final: 0 / 123 / 0.0392 / 0.300
after global routing: 0 / 123 / 0.000168 / 0.299
after CTS: 0 / 123 / 0.00153 / 0.293
after detailed placement: -3.52 / 119 / -0.384 / 0.659
after global placement: -3.51 / 119 / -0.372 / 0.662
after floorplan: 0 / 29 / 0.0446 / 0.228
-- area by class of cell --
| type | count | area share |
|---|---|---|
| timing repair buffer | 45 | 0.437 |
| sequential | 14 | 0.307 |
| multi-input combinational | 14 | 0.155 |
| tap | 46 | 0.0619 |
| clock buffer | 4 | 0.0390 |
-- critical path, delay by kind of cell --
kind,cells,cell delay [ns]
buf+inv,1,0.39
simple gates,2,0.57
-- metal layers --
| layer | vias up | share of wire | track usage |
|---|---|---|---|
| met5 | - | 0 | 0 |
| met4 | 0 | 0 | 0 |
| met3 | 0 | 0.16 | 0.0341 |
| met2 | 26 | 0.48 | 0.0770 |
| met1 | 163 | 0.36 | 0.0388 |
| li1 | 195 | - | - |
-- layout by cell type (no fill, tap or decap), types with 2 or more instances in the layout --
master and n:
buf_6 2, clkbuf_2 8, clkbuf_4 3, clkdlybuf4s15_1 5
clkdlybuf4s50_1 25, dfxtp_1 10, dfxtp_2 4, dlygate4sd2_1 3
mux2_2 10
-- cells in the mapped netlist (all sizes together) --
cell type,number
nor2,1
mux2,10
nor3b,1
dfxtp,14
or4,1
buf,1
nand2,1
-- worst paths after layout --
check	depth (start not counted)	slack, ns	endpoint
setup / recovery	3	0.04	BIREn
hold / removal	3	0.30	BIREn
-- timing repair --
item / 4_1_cts / 5_1_grt
pin swaps: 2 / 0
setup buffers: 0 / 0
endpoints found under the setup margin: 17 / 20
resized: 33 / 15
Power is estimated from default activity; no workload was simulated.
