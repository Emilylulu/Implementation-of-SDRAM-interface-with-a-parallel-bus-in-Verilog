## flow/run.sh

```bash
#!/bin/bash
# OpenROAD 26Q1-2900-gdf79404cd8, Yosys 0.63+post, stock flow scripts
make -C /OpenROAD-flow-scripts/flow DESIGN_CONFIG=/design/flow/config.mk WORK_HOME=/design/flow/orfs finish
```

## flow/config.mk

```make
export PLATFORM = sky130hd
export DESIGN_NAME = Delay
export DESIGN_NICKNAME = Delay
export VERILOG_FILES = /design/flow/design.v
export SDC_FILE = /design/flow/constraint.sdc
export NUM_CORES = 4
export LEC_CHECK = 1
export CORE_AREA = 10 10 70 70
export DIE_AREA = 0 0 80 80
```

## flow/constraint.sdc

```tcl
current_design Delay

set clk_period 1.5
set clk_io_pct 0.2

create_clock -name clk0 -period $clk_period [get_ports {clock}]

set non_clock_inputs [all_inputs -no_clocks]
set_input_delay [expr $clk_period * $clk_io_pct] -clock clk0 $non_clock_inputs
set_output_delay [expr $clk_period * $clk_io_pct] -clock clk0 [all_outputs]
```

## flow/design.v

```verilog
module Delay(ProgramData,clock,Load_tPRE,Load_tCAS,Load_tBURST,Load_tWAIT,tLAT,CountOut);
input [9:0]ProgramData;
input Load_tPRE,Load_tCAS,Load_tBURST,Load_tWAIT,clock;
output [1:0]tLAT;
output [2:0]CountOut;
wire Load_tPRE,Load_tCAS,Load_tBURST,Load_tWAIT,clock;
wire [9:0]ProgramData;
reg [1:0]tLAT;
reg [2:0]CountOut;
always @(posedge clock)
begin
	if(Load_tPRE)
	begin
		CountOut = 3'b100;
	end
	else if(Load_tCAS)
	begin
		CountOut = 3'b110; 
	end
	else if(Load_tBURST)
	begin
		CountOut = 3'b111;
	end
	else if(Load_tWAIT)
	begin
		CountOut = 3'b100;
	end
	else if(CountOut > 3'b000)
	begin
		 CountOut = CountOut - 1;
	end
	tLAT = 2'b00;
end
endmodule
```

==> run summary <==
Observations from the implementation run.

Clocking:
- Buffers inserted during clock tree synthesis total 3.
- The run puts the clock latency reported for the late side of the worst-skew pair at 0.23 ns.
- Per the CTS log, the maximum H-tree level is 1.
- The run gives the register clock-pin slew on the reported worst setup and hold paths as 0.04 ns.
- The run gives the clock tree root buffer cell as clkbuf_4.
- TritonCTS built the clock tree.
- The run gives the maximum root-to-sink buffer count as 2.
- The run puts the sink count of the clock tree at 3.

Setup path:
- The critical path in this run is classified as reg2out.
- The run puts the worst path arrival time at 1.13 ns.
- The timing report gives the biggest stage delay along the critical path as 0.50 ns.
- Listed in order, past its start point the critical path passes clkdlybuf4s50_1.
- STA classifies the critical path startpoint as a flip-flop.
- For this design, the slowest cell found on the critical path is clkdlybuf4s50_1.
- The run gives the count of buffering cells on the critical path with inverters included as 1.
- STA classifies the critical path endpoint as an output pin.
- Max fanout on the critical path was recorded as 6.
- The run gives the top cell family by delay on the critical path as buffers and inverters.
- The critical path endpoint has a required time of 1.20 ns.

Global routing:
- The run gives the largest net degree at the start of global routing as 7.
- The run gives the initial antenna violation count as 0.
- The run gives the total global routing overflow as 0.
- The run puts the wire length of the first global-routing pass at 938 µm.
- The run puts the via count of the first global-routing pass at 217.
- Overall routing resource usage recorded by global route was 1.919%.

Placed design:
- The run puts the count of buffers inserted at the top-level ports at 7.
- Logged for this run, the post-placement worst setup slack is 0.04899 ns.
- Per the gpl log, the routability congestion estimate is 0.7097.
- For this run the detailed placement stage logged an HPWL of 480.9 µm.

Floorplan:
- The run gives the number of cell rows as 21.
- The floorplan step set the die width to 80 µm.
- The region available for standard cell placement spans 0.003416 mm².
- The run puts the boundary pin count at 20.
- The run puts the die outline height at 80 µm.
- The share of the core area taken by cells at floorplan is 6.117%.
- The floorplan step defined a die boundary enclosing 0.006400 mm².

Final timing:
- The run gives the achievable clock frequency as 0.6990 GHz.
- The final timing report lists a max-slew violation count of 0.
- The run puts the final clock skew at 0.00009033 ns.
- The run puts the final worst-path setup slack at 0.06948 ns.
- Setup repair after global routing left no endpoint under its margin.
- The run gives the total count of hold-check failures in the final report as 0.
- The final report lists the setup-violating endpoint count as 0.
- The clock period could shrink to 1.431 ns.
- On the final layout, the worst hold slack is 0.6036 ns.
- The run puts the total negative setup slack at 0 ns.
- In the finished design, the share of the clock period the worst path needs comes to 95.37%.

Run:
- The run puts the tool warning count at 36.
- The run gives the max-cap check violation count as 0.

Detailed routing:
- The run puts the count of TritonRoute iterations in the first routing pass at 3.
- The run puts the wire length reported by the detailed router at 581 µm.
- For this sky-water flow run, the detailed-routed wirelength per cell is reported as 7.173 µm.
- The final route contains 192 vias.
- In the routed design, unresolved DRC markers number 0.
- The run gives the average vias per placed instance as 2.370.
- In this run the remaining antenna-violating nets after routing total 0.
- The run gives the violation count after the first detailed-route iteration as 1.
- The run puts the total antenna diodes in the routed design at 0.

Layout:
- The final report gives the core utilization as 10.66%.
- The register with the most flip-flops in the layout has 3 of them.
- The run gives the synthesis-to-finish area growth as 74.25%.
- The run gives the share of cells above drive strength 1 as 22.86%.

Pwr:
- The run gives the power per cell area as 767.2 mW/mm².
- After layout, the design draws a total of 0.2793 mW.
- The run puts the largest voltage drop on the vdd net at 158.8 µV.
- The leakage component of the power was reported as 0.1380 nW.

Synth:
- The run gives the number of register bits inferred by synthesis as 3.
- In this run the mean area of a mapped cell was 8.706 µm².
- The run gives the summed standard-cell area reported by yosys as 209.0 µm².
- The run puts the number of library cell types mapped by synthesis at 16.
- In the Yosys report the total cell count is 24.
- The run gives the gate count after technology mapping as 24.
- The run puts the number of warnings printed during yosys synthesis at 1.
- Sequential elements use 28.74% of the synthesized area.
- The run gives the combined area of all synthesized cells as 209.0 µm².

Min path:
- The run gives the kind of path behind the tightest hold check as reg2reg.

Outcome:
- The run finished with clean final reports.
[cell usage after synthesis]
| cell | n | area (µm²) |
|---|---|---|
| nor2_1 | 2 | 7.510 |
| nand2_1 | 1 | 3.750 |
| dfxtp_1 | 3 | 60.06 |
| a21oi_1 | 1 | 5.000 |
| inv_1 | 3 | 11.26 |
| a21oi_2 | 1 | 8.760 |
| buf_4 | 2 | 15.01 |
| nand2b_4 | 1 | 13.76 |
| and4bb_2 | 1 | 12.51 |
| a211o_1 | 1 | 8.760 |
| nor3b_1 | 2 | 15.01 |
| a211oi_1 | 1 | 7.510 |
| ha_1 | 2 | 25.02 |
| nor4_1 | 1 | 6.260 |
| conb_1 | 1 | 3.750 |
| nor3_1 | 1 | 5.000 |
[where the power goes]
group	total, mW	switching (mW)	internal [mW]
combinational	0.0505	0.0202	0.0303
sequential	0.0880	0.00366	0.0844
clock	0.141	0.0411	0.0996
total	0.279	0.0650	0.214
[worst register-to-register path: cells and delay by family, from the launching register on]
family | cells | cell delay, ns
AND-OR/OR-AND | 2 | 0.41
adder cells (fa/ha/maj) | 1 | 0.26
buffers and inverters | 1 | 0.08
flip-flops | 1 | 0.36
AND/OR/NAND/NOR | 1 | 0.16
[routing by layer]
layer | GRT usage, % | part of all wire (%)
met2 | 1.846 | 28
met5 | 0 | 0
met1 | 2.249 | 48
met3 | 2.614 | 24
met4 | 0.5282 | 0
[metrics by stage]
step	instance area (µm²)	cells
after CTS	359.1	81
after detailed placement	332.8	77
after global routing	364.1	81
after floorplan	212.7	25
after global placement	332.8	77
final	364.1	81
[cell families (layout without fill, tap and decap cells)]
kind of cell / after synthesis / in the layout / share of synthesized area [%]
buffers and inverters: 5 / 15 / 12.57
adders and majority gates: 2 / 2 / 11.97
DFF: 3 / 3 / 28.74
AOI/OAI and AO/OA: 4 / 4 / 14.37
and+or+nand+nor: 9 / 9 / 30.53
other: 1 / 2 / 1.795
[cell type report]
class / instances / area [µm²]
Tap cell: 46 / 57.56
Sequential cell: 3 / 60.06
Timing Repair Buffer: 8 / 77.57
Fill cell: 399 / 3052
Clock buffer: 4 / 26.28
Multi-Input combinational cell: 17 / 131.4
Inverter: 3 / 11.26
[path summary, 6_finish.rpt]
| kind | start | to | slack (ns) | depth (start not counted) |
|---|---|---|---|---|
| max | CountOut[2] | CountOut[2] | 0.07 | 1 |
| max reg2reg | CountOut[0] | CountOut[1] | 0.18 | 5 |
| min | CountOut[2] | CountOut[2] | 0.60 | 2 |
| min reg2reg | CountOut[2] | CountOut[2] | 0.60 | 2 |
[what timing repair did]
action / in CTS / in global routing
setup endpoints to repair: 0 / 1
setup buffers: 0 / 0
resized: 0 / 1
hold buffers: 0 / 0
[layout by cell type (no fill, tap or decap), drive strengths merged]
cell type	instances
nor4	1
a21oi	2
nor2	2
nand2b	1
conb	2
a211o	1
inv	3
nor3	1
clkdlybuf4s50	7
nor3b	2
ha	2
clkbuf	4
nand2	1
a211oi	1
dfxtp	3
and4bb	1
buf	1
Power figures rest on the tool's default switching activity, not on a simulated workload.
