==> config.mk <==
export PLATFORM = sky130hd
export DESIGN_NAME = SDRAM
export DESIGN_NICKNAME = SDRAM
export VERILOG_FILES = /design/flow/design.v
export SDC_FILE = /design/flow/constraint.sdc
export NUM_CORES = 4
export LEC_CHECK = 1
export CORE_UTILIZATION = 30
==> constraint.sdc <==
current_design SDRAM

set clk_period 30.1
set clk_io_pct 0.2

create_clock -name clk0 -period $clk_period [get_ports {clock}]

set non_clock_inputs [all_inputs -no_clocks]
set_input_delay [expr $clk_period * $clk_io_pct] -clock clk0 $non_clock_inputs
set_output_delay [expr $clk_period * $clk_io_pct] -clock clk0 [all_outputs]
==> design.v <==
module SDRAM(clock,EnWData,EnRData,WData,BS,A,bar_CS,bar_RAS,bar_CAS,bar_WE,RData,Addr_4);
input [1:0]BS;
input [9:0]A;
input bar_CS,bar_RAS,bar_CAS,bar_WE,EnWData,EnRData,clock;
input [31:0]WData;
wire bar_CS,bar_RAS,bar_CAS,bar_WE,EnWData,EnRData,clock;
wire [1:0]BS;
wire [9:0]A;
wire [31:0]WData;
output [31:0]RData;
output [3:0]Addr_4;
reg [31:0]Bank_0[0:8];
reg [31:0]Bank_1[0:8];
reg [31:0]Bank_2[0:8];
reg [31:0]Bank_3[0:8];
reg [31:0]RData;
reg [3:0]Addr_4;
always @(posedge clock)
begin
	if(EnWData) 
	begin
		if(BS == 2'b00)
		begin
			Bank_0[Addr_4] <= WData;
			Addr_4 = Addr_4 + 1;
		end
		else if(BS == 2'b01)
		begin
			Bank_1[Addr_4] <= WData;
			Addr_4 = Addr_4 + 1;
		end
		else if(BS == 2'b10)
		begin
			Bank_2[Addr_4] <= WData;
			Addr_4 = Addr_4 + 1;
		end
		else if(BS == 2'b11)
		begin
			Bank_3[Addr_4] <= WData;
			Addr_4 = Addr_4 + 1;
		end
	end
	else if(EnRData) 
	begin
		if(BS == 2'b00)
		begin
			RData <= Bank_0[Addr_4];
			Addr_4 = Addr_4 + 1;
		end
		else if(BS == 2'b01)
		begin
			RData <= Bank_1[Addr_4];
			Addr_4 = Addr_4 + 1;
		end
		else if(BS == 2'b10)
		begin
			RData <= Bank_2[Addr_4];
			Addr_4 = Addr_4 + 1;
		end
		else if(BS == 2'b11)
		begin
			RData <= Bank_3[Addr_4];
			Addr_4 = Addr_4 + 1;
		end
	end
	else
	begin
		Addr_4 = 4'b0;
	end
end
endmodule
==> run.sh <==
#!/bin/bash
# OpenROAD 26Q1-2900-gdf79404cd8, Yosys 0.63+post, stock flow scripts
make -C /OpenROAD-flow-scripts/flow DESIGN_CONFIG=/design/flow/config.mk WORK_HOME=/design/flow/orfs finish
==> job_summary.md <==
### Metrics collected by this job

| Metric | Value |
|---|---|
| Max_slew headroom | `0.391` |
| Hold Worst Slack | `0.714 ns` |
| Top cells excl fill/tap | `1184 x edfxtp_1, 460 x mux2i_1, 152 x a22oi_1` |
| Core area | `152000 µm²` |
| Top cell excl fill/tap | `edfxtp_1` |
| Top Ports | `87` |
| Ant diodes | `0` |
| WP buf/inv | `2` |
| Global router's overall resource usage | `0.157` |
| Cell Pwr Density | `77.2 nW/µm²` |
| CP top delay family | `simple AND/OR/NAND/NOR gates` |
| CTS buffer count | `109` |
| Synth top area share | `0.773` |
| YS chip area | `46000 µm²` |
| Num rows | `143` |
| Util after Layout | `0.350` |
| Critical Path AT | `8.78 ns` |
| Sink of the worst hold path | `RData[23]$_DFFE_PP_` |
| Pins Over Slew Limit | `0` |
| Final Skew | `0.0265 ns` |
| Port Buf Inserts | `72` |
| Dominant cell type by area after synthesis | `edfxtp_1` |
| Die Ht | `394 µm` |
| # DRC | `0` |
| GPL Wtd Cong | `0.807` |
| Final setup violation count | `0` |
| Fin crit share | `0.280` |
| Critical path class | `in -> reg` |
| Clock buffer depth | `3` |
| Pre-antenna DRT Iters | `5` |
| XOR Share, Synth | `0.000381` |
| Power Total | `4.10 mW` |
| CTS tree | `done` |
| Aoi/oai-family share of the synthesized area | `0.0460` |
| P&R area growth vs syn | `15.7%` |
| Biggest area cells | `edfxtp_1 77%, mux2i_1 10%, mux4_2 3.2%` |
| Tool warnings | `43` |
| CP max stage cell | `nor2_4` |
| Initial antenna violation count | `2` |
| Vias in the first global route | `24000` |
| CTS hold repair buffers | `0` |
| Share of post-route cells with drive strength above 1 | `0.145` |
| Worst-Skew Late Latency | `0.72 ns` |
| Critical-path maximum fanout | `20` |
| CTS sink cnt | `1188` |
| Total Wirelength | `115000 µm` |
| Die Footprint | `155000 µm²` |
| Cts repair resizes | `0` |
| Synth warn | `1` |
| Data required, critical path | `30.45 ns` |
| M3 GR Usage | `0.121` |
| DR WL/cell | `24.4 µm` |
| # Max-Cap Violations | `0` |
| Crit path cell chain | `clkdlybuf4s50_1 -> nand2_1 -> nor2_4 -> buf_4` |
| CTS root buf | `clkbuf_16` |
| Netlist cell types | `40` |
| Leakage Power | `17.1 nW` |
| Yosys Instances | `2425` |
| Vias post-DR | `23100` |
| Peak VDD IR | `0.0516 mV` |
| HP Class | `reg -> reg` |
| Hold_sp | `Bank_1[8][23]$_DFFE_PP_` |
| Largest net degree at the start of global routing | `95` |
| Average size of a mapped cell | `19.0 µm²` |
| Synth flops | `1188` |
| Mux area share | `0.134` |
| Register share after synthesis | `0.775` |
| GR Util met1 | `0.190` |
| DP Worst Slack | `20.98 ns` |
| Capturing point of the worst reg2reg path | `RData[18]$_DFFE_PP_` |
| Die Width | `394 µm` |
| Hold depth | `3` |
| Initial DRC count | `1383` |
| Worst Tran Pin Value | `0.911 ns` |
| Vias per std cell | `4.92` |
| Gr busiest metal | `met2` |
| Adder share | `0.00109` |
| R2R cell count | `8` |
| RSZ-0062 raised after global routing | `false` |
| Hpwl dp | `62300 µm` |
| Initial Utilization | `0.302` |
| Synth Area in Simple Gates | `0.0241` |
| Reg2Reg Launch Point | `Addr_4[1]$_DFF_P_` |
| Post-synthesis cell count | `2425` |
| Met2 Resource Use GR | `0.229` |
| Post-CTS Setup Bufs | `0` |
| Setup crit end kind | `flop` |
| Grt ovf | `0` |
| Crit path launch type | `input port` |
| Worst reg-to-reg setup slack | `25.86 ns` |
| Htree depth | `3` |
| Final hold viol count | `0` |
| Final Critical Period | `8.42 ns` |
| Fmax | `0.119 GHz` |
| Status | `complete, no violations` |
| Worst path max stage delay | `0.78 ns` |
| Worst-path clk slew | `0.06 ns` |
| Final antenna-violating net count | `0` |
| Final TNS setup | `0 ns` |
| Synthesized cell area | `46000 µm²` |
| First-pass GRT wire length | `166000 µm` |
| Final worst slack | `21.68 ns` |
| Largest family of logic cells by area | `multiplexers` |
power by group:
group	switching, mW	internal (mW)
Clock	0.598	0.817
Sequential	0.0218	1.88
Combinational	0.482	0.307
Total	1.10	3.00
worst min-delay path: stages (launching register included):
cell and delay (ns):
edfxtp_1 0.32, mux2i_1 0.06, nor2_1 0.09, o31a_1 0.14
layout make-up:
type	count	area, µm²
flip-flops and latches	1188	35600
inverters	5	18.8
repair buffers	180	1550
fillers	14000	98900
clock buffers	131	2860
multi-input cells	1091	9760
well taps	2030	2540
clock inverters	74	823
worst max path at each step:
stage	from	endpoint	slack [ns]	cells past startpoint
final	EnWData	Bank_0[5][15]$_DFFE_PP_	21.68	4
after global routing	EnWData	Bank_0[1][13]$_DFFE_PP_	21.59	4
after CTS	EnWData	Bank_0[4][8]$_DFFE_PP_	21.75	4
stage by stage:
step	std cells	instance area (µm²)
6_report	4699	53200
5_1_grt	4699	53200
4_1_cts	4699	53200
3_5_place_dp	4494	49500
3_3_place_gp	4494	49500
2_1_floorplan	2425	46000
cell usage after synthesis:
master        n
nand3_1      37
nand2b_1      1
mux4_2       65
o21a_1       11
a22oi_1     152
nor2b_1       5
clkbuf_4      1
nor2_2        1
o21ai_2       1
and2_1        1
dfxtp_1       4
inv_1         4
and3_1       33
o2111ai_1     2
mux2i_1     460
buf_2        49
o22ai_1       2
buf_4        41
inv_2         1
buf_1         8
edfxtp_1   1184
a21oi_1      71
buf_12        2
buf_6        16
a22o_1       14
ha_1          4
nand3b_1      2
nor4_1       16
a211oi_1      2
o31a_1        2
nor2_1       81
a31oi_1      32
clkbuf_1     24
nor3_1        2
o311ai_1      1
a221oi_1      2
nand2_1      63
mux4_1        3
xnor2_1       2
o21ai_0      23
state kept, by name (all words and copies together) (netlist names):
register and flops:
RData 32, Bank_0 288, Bank_2 288, Bank_1 288, Addr_4 4, Bank_3 288
cells by family after synthesis:
| kind of cell | after synthesis |
|---|---|
| compound gates | 315 |
| xor+xnor | 2 |
| fa+ha+maj | 4 |
| buf+inv | 146 |
| flops | 1188 |
| mux | 528 |
| simple gates | 242 |
metal layers:
layer	share of wire	wire [µm]	vias to the layer above
met2	0.46	52400	1363
met3	0.17	19000	160
met5	0.0022	249	-
met4	0.020	2300	6
li1	-	-	10100
met1	0.35	40600	11400
Power figures rest on the tool's default switching activity, not on a simulated workload.
